## flow/config.mk

```make
export PLATFORM = sky130hd
export DESIGN_NAME = moore_10X0_seq_det_over
export DESIGN_NICKNAME = moore_10X0_seq_det_over
export VERILOG_FILES = /design/flow/design.v
export SDC_FILE = /design/flow/constraint.sdc
export NUM_CORES = 4
export LEC_CHECK = 1
export CORE_AREA = 10 10 70 70
export DIE_AREA = 0 0 80 80
```

## flow/constraint.sdc

```tcl
current_design moore_10X0_seq_det_over

set clk_period 1.4
set clk_io_pct 0.2

create_clock -name clk0 -period $clk_period [get_ports {Clk}]

set non_clock_inputs [all_inputs -no_clocks]
set_input_delay [expr $clk_period * $clk_io_pct] -clock clk0 $non_clock_inputs
set_output_delay [expr $clk_period * $clk_io_pct] -clock clk0 [all_outputs]
```

## flow/design.v

```verilog
`timescale 1ns / 1ps
module moore_10X0_seq_det_over(Clk,Rst,In,OP,CS,NS);
input Clk,Rst,In;  
output OP;         
output [2:0]CS,NS;  
parameter s0    = 0 ,   
		  s1    = 1 , 
		  s10   = 2 ,
		  s100  = 3 ,
		  s101  = 4 ,
		  s10X0 = 5 ;
reg x;  
reg [2:0]C_State,N_State;  
always @(posedge Clk,negedge Rst) begin
	if(!Rst)
	begin
		C_State <= s0;
	end
	else begin
		C_State <= N_State;
	end
end
always @(C_State,In) begin
	case(C_State)
		s0    : N_State <= In ? s1 : s0 ;
		s1    : N_State <= In ? s1 : s10 ;
		s10   : N_State <= In ? s101 : s100 ;
		s100  : begin N_State <= In ? s1 : s10X0 ;  x <= 0 ;end
		s101  : begin N_State <= In ? s1 : s10X0 ;  x <= 1 ; end
		s10X0 : N_State <= x ? (In ? s101 : s100 ) :(In ? s1 : s0 ) ;
		default : N_State <= s0;
	endcase
end
assign OP = (C_State == s10X0);
assign CS = C_State ; 
assign NS = N_State ;
endmodule
```

## flow/run.sh

```bash
#!/bin/bash
# OpenROAD 26Q1-2900-gdf79404cd8, Yosys 0.63+post, stock flow scripts
make -C /OpenROAD-flow-scripts/flow DESIGN_CONFIG=/design/flow/config.mk WORK_HOME=/design/flow/orfs finish
```

==> impl_metrics.py <==
# Physical implementation metrics
metrics = {
    "clock_tree": {
        "cts_tree": "yes",
        "clkSlewWorstSetupHoldPaths_ns": 0.04,
        "htree_levels": 1,
        "cts_made_buffers": 3,
        "clockBufferDepth": 2,
        "root_buffer": "clkbuf_4",
        "postCtsHoldBufs": 0,
        "clock_latency_ns": 0.24,
    },
    "cells_and_area": {
        "finish.utilization_pct": 17.3,
        "fill_cells": 378,
        "area_growth_pct": 151,
        "layout-drive-gt1-share_pct": 62.5,
        "instances_no_fill": 102,
    },
    "yosys": {
        "yosysWarnings": 1,
        "syn-cell-area_um2": 235,
        "ys_ff": 4,
        "postSynthCellCount": 26,
        "postSynthAreaPerCell_um2": 9.05,
        "yosysCellCount": 26,
        "yosys_area_um2": 235,
        "synth_cell_types": 17,
    },
    "worst_setup_path": {
        "worstPathArrival_ns": 1.28,
        "cp-start-kind": "flop",
        "cp_max_fo": 5,
        "regToRegSetupSlack_ns": 0.23,
        "startpoint": "C_State[2]",
        "timing.rr.start": "C_State[2]",
        "worstSetupPathType": "reg2out",
        "cp-end-kind": "primary output",
        "required_ns": 1.12,
        "worstRegToRegCells": 3,
        "r2r-end": "C_State[0]",
    },
    "die": {
        "dieHeight_um": 80,
        "fp_util_pct": 6.89,
        "pin_count": 10,
        "die_x_um": 80,
        "row_count": 21,
        "core_area_um2": 3420,
        "die-area_um2": 6400,
    },
    "sta": {
        "rsz0062_at_grt": "true",
        "report.final.setup_viol": 5,
        "worst_slew_pin_slew_ns": 0.229,
        "untimed_endpoints": 1,
        "finalCritPeriodShare_pct": 112,
        "clock-skew-final_ns": 0.00289,
        "timing.final.ws_setup_ns": -0.163,
        "setup-tns-final_ns": -0.563,
        "report.final.hold_viol_count": 0,
        "fmax_mhz": 640,
        "finalMaxSlewViolations": 0,
        "final.min_clock_period_ns": 1.56,
        "slew_headroom_pct": 84.7,
        "unclocked_regs": 1,
    },
    "placed_design": {
        "portBuffers": 9,
        "placed_cells": 90,
        "place_congestion": 0.715,
        "hpwl_um": 581,
    },
    "global_routing": {
        "grt_pass1_wl_um": 1330,
        "grt_start_max_net_pins": 7,
        "grt-ovfl-total": 0,
        "track_usage_pct": 2.48,
        "antenna_found_initial": 0,
        "grt_pass1_vias": 298,
    },
    "route": {
        "drt_pass1_iterations": 2,
        "drcViolationCount": 0,
        "routedWlPerCell_um": 8.56,
        "antenna_cells": 0,
        "ant_nets": 0,
        "drt_iter0_markers": 14,
        "viasPerCell": 2.99,
        "num_vias": 305,
        "drt_wl_total_um": 873,
    },
    "pwr": {
        "ir_drop_mv": 0.445,
        "p_total_uw": 1260,
        "power.leakage_uw": 0.000267,
        "power_density_nw_per_um2": 2140,
    },
    "outcome": {
        "outcome": "finished with violations",
        "violations": "setup timing",
    },
    "hold_path": {
        "hold_path.class": "in2async",
    },
    "flow_run": {
        "drv_cap": 0,
        "warning_count": 28,
    },
}
==> flip-flops by register name (all words and copies together) (netlist names) <==
name / flops
C_State: 3
x: 1
==> worst max-delay path, cell delays in order, from the launching register on <==
cell and delay [ns]:
dfrtp_2 0.45, buf_6 0.15, o311a_1 0.33, buf_2 0.12
==> Yosys cell counts <==
| cell | number | share of area [%] |
|---|---|---|
| nand2_1 | 1 | 1.6 |
| dlxtn_1 | 1 | 6.4 |
| xnor2_1 | 1 | 3.7 |
| inv_1 | 1 | 1.6 |
| nand2b_1 | 1 | 2.7 |
| inv_2 | 1 | 1.6 |
| o311a_1 | 1 | 4.3 |
| ha_1 | 2 | 11 |
| a21oi_1 | 1 | 2.1 |
| o21ai_1 | 1 | 2.1 |
| nand3_1 | 2 | 4.3 |
| o31ai_1 | 1 | 3.2 |
| nand2b_2 | 1 | 3.7 |
| nor2_1 | 6 | 9.6 |
| dfrtp_1 | 3 | 32 |
| o32ai_2 | 1 | 6.9 |
| nor2b_2 | 1 | 3.7 |
==> power by group <==
| part | internal, µW | total [µW] | switching, µW |
|---|---|---|---|
| sequential | 155 | 229 | 74.3 |
| combinational | 560 | 876 | 317 |
| clock | 107 | 154 | 47.0 |
==> layout make-up <==
type                            instances  area (µm²)  share of cell area [%]
Inverter                                2        7.51                    1.27
Clock buffer                            4        26.3                    4.46
Multi-Input combinational cell         20         186                    31.6
Tap cell                               46        57.6                    9.77
Timing Repair Buffer                   26         219                    37.2
Sequential cell                         4        92.6                    15.7
==> layer usage <==
| layer | wire length (µm) | track usage (%) |
|---|---|---|
| met5 | 0 | 0 |
| met4 | 22 | 0.704 |
| met3 | 13 | 0.455 |
| met2 | 458 | 4.74 |
| met1 | 378 | 2.67 |
==> how the worst max path moves through the flow <==
stage     slack, ns  cells after the start  endpoint
4_1_cts       -0.16                      4     NS[2]
5_1_grt       -0.20                      3     NS[0]
6_report      -0.16                      3     NS[0]
==> what timing repair did <==
| item | 4_1_cts | 5_1_grt |
|---|---|---|
| gates resized | 26 | 8 |
| pin swaps | 5 | 3 |
| setup buffers | 6 | 2 |
| setup endpoints to repair | 7 | 5 |
| cloned | 0 | 0 |
==> cells by family (layout without fill, tap and decap cells) <==
kind of cell             after synthesis  in the layout  share of synthesized area, %
AND/OR/NAND/NOR                       12             12                          25.5
AND-OR/OR-AND                          5              5                          18.6
flip-flops                             3              3                          31.9
adder cells (fa/ha/maj)                2              2                          10.6
buffers and inverters                  2             32                          3.19
XOR/XNOR                               1              1                          3.72
latches                                1              1                          6.38
==> metrics by stage <==
stage	setup WS, ns	cell area, µm²	hold WS, ns
2_1_floorplan	0.276	235	-0.0156
3_3_place_gp	-0.760	450	0.472
3_5_place_dp	-0.812	450	0.472
4_1_cts	-0.161	542	0.222
5_1_grt	-0.196	589	0.225
6_report	-0.163	589	0.222
==> cell usage in the layout, fill, tap and decap left out, types with 2 or more instances in the layout <==
| cell | synthesis | final |
|---|---|---|
| dfrtp_2 | 0 | 2 |
| clkdlybuf4s15_1 | 0 | 2 |
| buf_2 | 0 | 3 |
| clkbuf_4 | 0 | 3 |
| buf_6 | 0 | 6 |
| clkdlybuf4s50_1 | 0 | 2 |
| nor2_1 | 6 | 4 |
| buf_4 | 0 | 11 |
| ha_1 | 2 | 2 |
No activity file was given, so power comes from the tool's default toggle rates.
