<file path="./design.v">
`timescale 1ns / 1ps
module moore_1010_seq_det_non_over(Clk,Rst,In,OP,CS,NS);
input Clk,Rst,In;  
output OP;         
output [2:0]CS,NS;   
parameter s0    = 0 ,   
		  s1    = 1 , 
		  s10   = 2 ,
		  s101  = 3 ,
		  s1010 = 4 ;
reg [2:0]C_State,N_State;  
always @(posedge Clk,negedge Rst) begin
	if(!Rst)
	begin
		C_State <= s0;
	end
	else begin
		C_State <= N_State;
	end
end
always @(C_State,In) begin
	case(C_State)
		s0    : N_State <= In ? s1:s0 ;
		s1    : N_State <= In ? s1:s10 ;
		s10   : N_State <= In ? s101:s0 ;
		s101  : N_State <= In ? s1:s1010 ;
		s1010 : N_State <= In ? s1 : s0 ;
		default : N_State <= s0;
	endcase
end
assign OP = (C_State == s1010) ;
assign CS = C_State ;
assign NS = N_State ;
endmodule
</file>
<file path="./run.sh">
#!/bin/bash
# OpenROAD 26Q1-2900-gdf79404cd8, Yosys 0.63+post, stock flow scripts
make -C /OpenROAD-flow-scripts/flow DESIGN_CONFIG=/design/flow/config.mk WORK_HOME=/design/flow/orfs finish
</file>
<file path="./config.mk">
export PLATFORM = sky130hd
export DESIGN_NAME = moore_1010_seq_det_non_over
export DESIGN_NICKNAME = moore_1010_seq_det_non_over
export VERILOG_FILES = /design/flow/design.v
export SDC_FILE = /design/flow/constraint.sdc
export NUM_CORES = 4
export LEC_CHECK = 1
export CORE_AREA = 10 10 70 70
export DIE_AREA = 0 0 80 80
</file>
<file path="./constraint.sdc">
current_design moore_1010_seq_det_non_over

set clk_period 1.2
set clk_io_pct 0.2

create_clock -name clk0 -period $clk_period [get_ports {Clk}]

set non_clock_inputs [all_inputs -no_clocks]
set_input_delay [expr $clk_period * $clk_io_pct] -clock clk0 $non_clock_inputs
set_output_delay [expr $clk_period * $clk_io_pct] -clock clk0 [all_outputs]
</file>
==> reports/qor.yml <==
setup_path:
  required_ps: 960
  r2r_end: "C_State[1]$_DFF_PN0_"
  end_kind: "output port"
  r2r_cells: 2
  worstReg2RegStart: "C_State[1]$_DFF_PN0_"
  worstSetupPathType: "flop to output port"
  cp_max_fo: 2
  worstSetupStartpointType: "flop"
  cp.arrival_ps: 1220
  rrSetupSlack_ps: 240
placed_design:
  gp_congestion: 0.739
  port_buffers: 9
  pre_cts_ws_ps: -785
  hpwl_um: 451
die:
  die_w_um: 80
  row_count: 21
  io_pins: 10
  die-area_sq_um: 6400
  die_y_um: 80
  core-area_sq_um: 3420
  fp_util: 0.0366
global_routing:
  grt_most_used_layer: "met1"
  grt_util_met1: 0.0313
  grt_pass1_vias: 195
  grt_max_degree: 6
  antenna_found_initial: 0
  grt-ovfl-total: 0
  grt_pass1_wl_um: 972
  gr-usage-met3: 0.0114
  grt_use_total: 0.0195
  grtUsageMet2: 0.0185
power:
  p_int_uw: 290
  power_density_nw_per_um2: 930
  p_leak_uw: 0.000171
  p_sw_uw: 81.7
  seq_power_share: 0.301
  power_frac_comb: 0.228
  clkPwrFrac: 0.471
  ir_worst_vdd_mv: 0.373
  swShare: 0.220
synthesis:
  synth.avg_cell_area_sq_um: 12.5
  ys_seq_frac: 0.600
  yosysChipArea_sq_um: 125
  synth-seq-cells: 3
  ys_warn_count: 1
  syn_area_sq_um: 125
  synthCells: 10
  ys_types: 8
  yosys-stat-cells: 10
drt:
  ant_nets: 0
  drt_iter0_drc: 4
  post_drt_wl_per_cell_um: 7.78
  antenna_cells: 0
  wl_um: 607
  num_vias: 160
  drt-pass1-iter-count: 3
  routed_via_density: 2.05
  drcViolationCount: 0
clocking:
  clkSinkCount: 3
  path_clk_slew_ps: 40
  clockBufferDepth: 2
  clockRootBuffer: "clkbuf_4"
  cts_buffers: 3
  clk_latency_ps: 230
  htreeDepth: 1
  cts_tree: "built"
timing:
  fin_skew_ps: 0.0130
  clock.fmax_mhz: 684
  period_minus_slack_ps: 1460
  worst_pin_slew_ps: 222
  hold_violations: 0
  setup_violations: 6
  tns_ps: -1020
  slew_viol_final: 0
  period_used_share: 1.22
  fin_ws_ps: -263
  grt_setup_unrepaired: "yes"
  slew_headroom: 0.852
hold_path:
  hold_path_class: "input port to asynchronous set/reset pin"
finish:
  largest_reg_flops: 3
  fill_cells: 402
  reg_top3: "C_State (3)"
  area_growth_pct: 219
  drive_above_1_share: 0.625
  top_register: "C_State"
status:
  status: "finished, violations left"
  violations: "negative setup slack"
job:
  tool_warnings: 27
  drv_cap: 0
cells in the mapped netlist:
| master | number | area share |
|---|---|---|
| and2_1 | 1 | 0.050 |
| nor3b_1 | 1 | 0.060 |
| nand3b_1 | 1 | 0.060 |
| o21ai_0 | 1 | 0.040 |
| nor4bb_1 | 1 | 0.080 |
| or3b_1 | 1 | 0.070 |
| dfrtp_1 | 3 | 0.60 |
| a21oi_1 | 1 | 0.040 |
worst max-delay path: stages (launching register included):
cell	delay (ps)
dfrtp_1	360
or3b_1	360
a21oi_2	160
buf_2	110
area by class of cell:
class	count	area, sq um	area share
Timing Repair Buffer	18	165	0.414
Sequential cell	3	75.1	0.188
Tap cell	46	57.6	0.144
Multi-Input combinational cell	7	75.1	0.188
Clock buffer	4	26.3	0.0658
how the worst max path moves through the flow:
stage	from	end	slack (ps)
after CTS	C_State[1]$_DFF_PN0_	NS[1]	-290
after global routing	C_State[1]$_DFF_PN0_	NS[0]	-340
final	C_State[1]$_DFF_PN0_	NS[1]	-260
placed cells by master (no fill, tap or decap):
master,n
clkbuf_4,3
or3b_1,1
buf_2,2
nand3b_1,1
o21ai_2,1
buf_6,7
dlygate4sd2_1,3
clkdlybuf4s50_1,1
nor3b_1,1
and2_4,1
clkdlybuf4s15_1,1
clkbuf_1,1
dfrtp_1,3
buf_4,4
a21oi_2,1
nor4bb_4,1
per-stage QoR:
stage               hold WS (ps)  cells  instance area, sq um  total power [uW]  utilization
CTS                          188     77                   385               380        0.113
global route                 201     78                   399               402        0.117
finish                       201     78                   399               371        0.117
floorplan                  -55.6     10                   125               123            -
detailed placement           438     69                   303               178       0.0886
global placement             436     69                   303               176       0.0886
per-layer routing:
layer / wire length, um / part of all wire / vias to the layer above
li1: - / - / 81
met1: 367 / 0.60 / 66
met2: 176 / 0.29 / 11
met3: 58 / 0.096 / 2
met4: 4 / 0.0066 / 0
met5: 0 / 0 / -
what timing repair did:
action,4_1_cts,5_1_grt
hold buffers,0,0
gates resized,28,2
pin swaps,4,0
setup buffers,4,1
endpoints found under the setup margin,7,7
cell families (layout without fill, tap and decap cells):
family,count (synthesis),count (layout),share of synthesized area
flip-flops,3,3,0.600
buffers and inverters,0,22,0
AND/OR/NAND/NOR,5,5,0.320
AND-OR/OR-AND,2,2,0.0799
power by group through the flow:
stage | Clock, uW | Sequential, uW | Combinational, uW
CTS | 188 | 112 | 79.4
global route | 196 | 113 | 93.1
finish | 175 | 112 | 84.6
No activity file was given, so power comes from the tool's default toggle rates.
