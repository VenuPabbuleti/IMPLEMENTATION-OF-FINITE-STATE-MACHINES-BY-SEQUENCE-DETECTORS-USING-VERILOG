[./config.mk]
export PLATFORM = sky130hd
export DESIGN_NAME = moore_1010_seq_det_over
export DESIGN_NICKNAME = moore_1010_seq_det_over
export VERILOG_FILES = /design/flow/design.v
export SDC_FILE = /design/flow/constraint.sdc
export NUM_CORES = 4
export LEC_CHECK = 1
export CORE_AREA = 10 10 70 70
export DIE_AREA = 0 0 80 80
[./constraint.sdc]
current_design moore_1010_seq_det_over

set clk_period 1.8
set clk_io_pct 0.2

create_clock -name clk0 -period $clk_period [get_ports {Clk}]

set non_clock_inputs [all_inputs -no_clocks]
set_input_delay [expr $clk_period * $clk_io_pct] -clock clk0 $non_clock_inputs
set_output_delay [expr $clk_period * $clk_io_pct] -clock clk0 [all_outputs]
[./design.v]
`timescale 1ns / 1ps
module moore_1010_seq_det_over(Clk,Rst,In,OP,CS,NS);
input Clk,Rst,In;  
output OP;         
output [2:0]CS,NS ; 
parameter s0    = 0 ,   
		  s1    = 1 , 
		  s10   = 2 ,
		  s101  = 3 ,
		  s1010 = 4 ;
reg [2:0]C_State,N_State;  
always @(posedge Clk,negedge Rst) begin
	if(!Rst)
	begin
		C_State <= s0; 
	end
	else begin
		C_State <= N_State;
	end
end
always @(C_State,In) begin
	case(C_State)
		s0    : N_State <= In ? s1 : s0 ;
		s1    : N_State <= In ? s1 : s10 ;
		s10   : N_State <= In ? s101 : s0 ;
		s101  : N_State <= In ? s1 : s1010 ;
		s1010 : N_State <= In ? s101 : s0 ;
		default : N_State <= s0;
	endcase
end
assign OP = (C_State == s1010);
assign CS = C_State ;
assign NS = N_State ;
endmodule
[./run.sh]
#!/bin/bash
# OpenROAD 26Q1-2900-gdf79404cd8, Yosys 0.63+post, stock flow scripts
make -C /OpenROAD-flow-scripts/flow DESIGN_CONFIG=/design/flow/config.mk WORK_HOME=/design/flow/orfs finish
==> run summary <==
fresh numbers from the pnr run: CTS max path bufs=2, Latency at later pin=0.23 ns, R2R cell count=3, crit-path max FO=6, clock transition at the registers of the reported paths=~0.040 ns, core area=0.00342 mm^2, max incr delay on CP=around 0.5 ns, Synth Cell Area=around 140 um^2, synth warn=1, CP arrival=1.35 ns, Setup crit start=C_State[1]$_DFF_PN0_, DP Cell Count=about 67, WP data required=around 1.4 ns, unrepaired setup endpoints after global routing=no, Comb pwr share=0.188, critical path depth=2, worst ir drop on vdd=around 0.13 mV, syn avg cell area=about 12 um^2, Leak=about 0.14 nW, YS chip area=about 140 um^2, overall via count from detail_route=about 170, Total Wirelength=about 570 um, Tmin final=around 1.7 ns, vias in the first global route=190, max-cap viol count=0, FF-to-FF Start=C_State[0]$_DFF_PN0_, Die Span Y=around 80 um, Net Sw Frac=0.230, CP top delay family=buffers and inverters, share of cells above drive strength 1=0.483, DR WL/cell=~7.6 um, Hold Path Class=in -> async, Synth Seq Share=0.556, Horiz. Die Dim=roughly 80 um, Clock Skew=0.000438 ns, worst-margin pin slew=0.229 ns, cells in synth_stat.txt=11, max reg flops=3, crit path cell chain=nor3b_2, clkdlybuf4s50_1, crit path launch type=flop, critical path capture point=OP, design area=around 350 um^2, Reg2Reg Capture Point=C_State[1]$_DFF_PN0_, Top Registers=C_State: 3 flops, port bufs=9, max-slew violation count=0, DR iter-0 viols=0, final setup violation count=0, largest net degree at the start of global routing=7, Internal=189 uW, most frequent cells in the layout=5 x clkdlybuf4s50_1, 5 x buf_4, 3 x clkbuf_4, 3 x dlygate4sd2_1, 2 x dfrtp_2, P&R area growth vs syn=160%, CP Capture Type=output port, initial antenna violation count=0, num ports=10, GR Util All Layers=0.0192, hpwl dp=~420 um, Rows=21, Clock Sinks=3, Final Cycle Share=0.950, initial core utilization=0.0396, critical path's slowest cell=clkdlybuf4s50_1, count of tool warnings=25, total power=around 250 uW, hold buffer count at cts=0, # fillers=about 400, placer congestion estimate=0.690, DRC=0, Power Density=about 700 mW/mm^2, ANT cells=0, vias per cell=about 2.2, root buffer cell=clkbuf_4, Clk pwr share=0.484, Setup CP Type=reg -> out, antenna-violating nets left=0, chip area=roughly 0.0064 mm^2, Worst R2R Setup Slack=just over 0.7 ns, Post-synth regs=3, synth unique cells=9, Final Util=0.103, CTS tree=done, outcome=finished, final reports clean, fraction of power consumed by sequential logic=0.327, # H-tree levels=1, TritonCTS Buffers=3, area post-placement=290 um^2, Final Instance Count excl. Fillers=75, Net Switching=approximately 57 uW, Hold Fails Final Rpt=0, FMAX=between 500 and 600 MHz, Cells after Synth=11, GRT Residual Overflow=0, Slew HR=0.845, drt pass-1 iters=1, number of buffers and inverters on the critical path=1, Top reg by flops=C_State, first-pass GRT wire length=883 um
==> cell type report <==
| type | instances | area, um^2 | share of cell area |
|---|---|---|---|
| repair buffers | 14 | 119 | 0.338 |
| flip-flops and latches | 3 | 77.6 | 0.221 |
| multi-input cells | 8 | 71.3 | 0.203 |
| well taps | 46 | 57.6 | 0.164 |
| clock buffers | 4 | 26.3 | 0.0747 |
==> metrics by stage <==
stage	setup TNS, ns	hold slack [ns]	setup slack [ns]
after CTS	0	0.299	0.0384
after detailed placement	-0.802	0.542	-0.314
after global routing	0	0.301	0.00719
final	0	0.303	0.0899
after global placement	-0.784	0.518	-0.310
after floorplan	0	0.0644	0.634
==> what timing repair did <==
action,in CTS,in global routing
pin swaps,3,0
setup buffers,4,0
endpoints found under the setup margin,3,1
resized,10,1
==> worst register-to-register path, delay by kind of cell (launching register included) <==
family / cells / cell delay [ns]
DFF: 1 / 0.40
and+or+nand+nor: 1 / 0.15
buffers and inverters: 1 / 0.16
AOI/OAI and AO/OA: 1 / 0.25
==> cell usage after synthesis, drive strengths merged <==
cell type | count | area share
o21ai | 1 | 0.037
dfrtp | 3 | 0.56
nand2 | 1 | 0.028
and2 | 1 | 0.046
nor3 | 1 | 0.037
nor3b | 1 | 0.093
a211o | 1 | 0.065
nor4bb | 1 | 0.074
nor4b | 1 | 0.065
==> power groups by stage <==
| stage | Sequential, mW | Clock (mW) | Combinational (mW) |
|---|---|---|---|
| 4_1_cts | 0.0800 | 0.126 | 0.0468 |
| 5_1_grt | 0.0816 | 0.133 | 0.0515 |
| 6_report | 0.0804 | 0.119 | 0.0462 |
==> kinds of logic after synthesis <==
logic type       after synthesis  share of synthesized area
flip-flops                     3                      0.556
AND/OR/NAND/NOR                6                      0.343
AND-OR/OR-AND                  2                      0.102
==> metal layers <==
| layer | wire length, um | track usage |
|---|---|---|
| met5 | 0 | 0 |
| met4 | 25 | 0.00704 |
| met3 | 172 | 0.0284 |
| met1 | 216 | 0.0193 |
| met2 | 156 | 0.0201 |
==> worst min-delay path by stage <==
stage,start,end,slack [ns],depth (start not counted)
CTS,Rst,C_State[0]$_DFF_PN0_,0.30,1
global route,Rst,C_State[2]$_DFF_PN0_,0.30,1
finish,Rst,C_State[2]$_DFF_PN0_,0.30,1
No activity file was given, so power comes from the tool's default toggle rates.
